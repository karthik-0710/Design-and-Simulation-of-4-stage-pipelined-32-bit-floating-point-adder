$ cat flow/config.mk
export PLATFORM = sky130hd
export DESIGN_NAME = SinglePointFloatingPointAdder
export DESIGN_NICKNAME = SinglePointFloatingPointAdder
export VERILOG_FILES = /design/flow/design.v
export SDC_FILE = /design/flow/constraint.sdc
export NUM_CORES = 4
export LEC_CHECK = 1
export CORE_UTILIZATION = 40
$ cat flow/constraint.sdc
current_design SinglePointFloatingPointAdder

set clk_period 28.2
set clk_io_pct 0.2

create_clock -name clk0 -period $clk_period [get_ports {clk73}]

set non_clock_inputs [all_inputs -no_clocks]
set_input_delay [expr $clk_period * $clk_io_pct] -clock clk0 $non_clock_inputs
set_output_delay [expr $clk_period * $clk_io_pct] -clock clk0 [all_outputs]
$ cat flow/design.v
module SinglePointFloatingPointAdder(input clk73, input reset73, input [15:0]Number173, input [15:0]Number273, output [15:0]result73);
    reg    [15:0] Numshift73; 
    reg    [4:0]  Largerexp73,Finalexpo73;
    reg    [9:0] Smallexpmantissa73,Smantissa73,Lmantissa73,Largemantissa73,Finalmant73;
    reg    [10:0] Addmant73,Add1mant73;
    reg    [4:0]  e173,e273;
    reg    [9:0] m173,m273;
    reg           s173,s273,Finalsign73;
    reg    [3:0]  renormshift73;
    integer signed   renormexp73;
    reg    [15:0] Result73;
    assign Result = Result73;
    always @(posedge clk73) begin
	e173 = Number173[14:10];
	e273 = Number273[14:10];
    	m173 = Number173[9:0];
	m273 = Number273[9:0];
	s173 = Number173[15];
	s273 = Number273[15];
        if (e173  > e273) begin
            Numshift73           = e173 - e273;               
            Largerexp73           = e173;                      
            Smallexpmantissa73  = m273;
            Largemantissa73      = m173;
        end
        else begin
            Numshift73           = e273 - e173;
            Largerexp73           = e273;
            Smallexpmantissa73  = m173;
            Largemantissa73      = m273;
        end
	if (e173 == 0 | e273 ==0) begin
	    Numshift73 = 0;
	end
	else begin
	    Numshift73 = Numshift73;
	end
	if (e173 != 0) begin
            Smallexpmantissa73  = {1'b1,Smallexpmantissa73[9:1]};
	    Smallexpmantissa73  = (Smallexpmantissa73 >> Numshift73);
        end
	else begin
	    Smallexpmantissa73 = Smallexpmantissa73;
	end
	if (e273!= 0) begin
            Largemantissa73 = {1'b1,Largemantissa73[9:1]};
	    Largemantissa73 = (Largemantissa73 >> Numshift73);
	end
	else begin
	    Largemantissa73 = Largemantissa73;
	end
            if (Smallexpmantissa73  < Largemantissa73) begin
		Smantissa73 = Smallexpmantissa73;
		Lmantissa73 = Largemantissa73;
            end
            else begin
		Smantissa73 = Largemantissa73;
		Lmantissa73 = Smallexpmantissa73;
             end       
	if (e173!=0 & e273!=0) begin
		if (s173 == s273) begin
        		Addmant73 = Smantissa73 + Lmantissa73;
		end else begin
			Addmant73 = Lmantissa73 - Smantissa73;
		end
	end	
	else begin
		Addmant73 = Lmantissa73;
	end
	if (Addmant73[10]) begin
		renormshift73 = 2'd1;
		renormexp73 = 2'd1;
	end
	else if (Addmant73[9])begin
		renormshift73 = 2'd2;
		renormexp73 = 0;		
	end
	else if (Addmant73[8])begin
		renormshift73 = 2'd3; 
		renormexp73 = -1;
	end 
	else if (Addmant73[7])begin
		renormshift73 = 2'd4; 
		renormexp73 = -2;		
	end  
	else if (Addmant73[6])begin
		renormshift73 = 2'd5; 
		renormexp73 = -3;		
	end      
        Finalexpo73 =  Largerexp73 + renormexp73;
	Add1mant73 = Addmant73 << renormshift73;
	Finalmant73 = Add1mant73[10:1];  	
	if (s173 == s273) begin
		Finalsign73 = s173;
	end 
	if (e173 > e273) begin
		Finalsign73 = s173;	
	end else if (e273 > e173) begin
		Finalsign73 = s273;
	end
	else begin
		if (m173 > m273) begin
			Finalsign73 = s173;		
		end else begin
			Finalsign73 = s273;
		end
	end	
	result73 = {Finalsign73,Finalexpo73,Finalmant73}; 
    end
    always @(posedge clk73) begin
            if(reset73) begin
                Numshift73 <= #1 0;
            end
    end
endmodule
$ cat flow/run.sh
#!/bin/bash
# OpenROAD 26Q1-2900-gdf79404cd8, Yosys 0.63+post, stock flow scripts
make -C /OpenROAD-flow-scripts/flow DESIGN_CONFIG=/design/flow/config.mk WORK_HOME=/design/flow/orfs finish
==> GITHUB_STEP_SUMMARY <==
### Flow metrics

| Metric | Value |
|---|---|
| Logic cell area | `0.00435 mm^2` |
| Iteration count of the initial detailed-routing pass | `8` |
| Number of buffers added on ports | `48` |
| Detail-routed net length per standard cell | `17.6 um` |
| Mean area per synthesized cell | `7.46 um^2` |
| Asr flop ratio synth | `0%` |
| Cell types occupying the most area after synthesis | `sky130_fd_sc_hd__ha_1 11%, sky130_fd_sc_hd__dfxtp_1 8.9%, sky130_fd_sc_hd__a21oi_1 5.5%` |
| Kind of critical path | `input port to flip-flop` |
| Max Root-Sink Buffers | `2` |
| Final Hold Fails | `0` |
| Remaining number of nets flagged by the antenna check after routing | `0` |
| Sequential cell area | `460 um^2` |
| Outcome | `complete, no violations` |
| Slowest Stage Delay on Critical Path | `slightly below 0.8 ns` |
| Die area | `0.0134 mm^2` |
| Syn Inst Count | `695` |
| Synth top cell by count | `sky130_fd_sc_hd__nand2_1` |
| Synth Flop Type | `sky130_fd_sc_hd__dfxtp_1` |
| Antenna violations before repair | `0` |
| Placeable core region | `between 0.01 and 0.015 mm^2` |
| Crit-path slowest cell | `sky130_fd_sc_hd__ha_1` |
| Total wire length | `about 16000 um` |
| Sequential area share after synthesis | `8.88%` |
| Fraction of the cycle the final worst path needs | `between 50% and 60%` |
| Effective utilization at floorplan | `41.1%` |
| Count of hold-fix buffers inserted at cts | `0` |
| Setup fix buffers added after clock tree synthesis | `0` |
| Starting DRT DRC Count | `484` |
| Period minus WS final | `between 15 and 20 ns` |
| TritonCTS clock tree | `built` |
| Clk_skew | `around 0.0033 ns` |
| Site row count | `41` |
| Half-perimeter wire length after detailed placement | `~12000 um` |
| Clock tree root driver cell | `sky130_fd_sc_hd__clkbuf_16` |
| Pin count of the biggest net entering global routing | `33` |
| Chip area line of the yosys report | `0.00518 mm^2` |
| Total DRC errors in the routed layout | `0` |
| Cell type with the largest total area | `sky130_fd_sc_hd__ha_1` |
| Arrival time worst endpoint | `~16 ns` |
| Max cap viols | `0` |
| Number of max-slew violations in the final report | `0` |
| Number of setup violations in the final report | `0` |
| Global-route wire length before repair | `between 20000 and 30000 um` |
| Worst slew margin relative to its limit | `45.7%` |
| Fraction of layout instances using a drive strength above 1 | `between 10% and 20%` |
| Ys flops | `23` |
| Number of placed I/O pins | `approximately 50` |
| Routed via count divided by cell count | `around 6` |
| Setup ws final | `approximately 12 ns` |
| Post-synthesis instance area | `0.00518 mm^2` |
| Last weighted congestion value of the routability-driven placer | `0.918` |
| Register clock-pin slew on the reported worst setup and hold paths | `0.06 ns` |
| Synthesis-to-finish area growth | `12.6%` |
| Yosys cell count | `695` |
| Ant diodes | `0` |
| Die Y | `116 um` |
| Resized Gates After CTS | `0` |
| Area leader share | `10.9%` |
| Vias in the first global route | `4984` |
| Type of element launching the critical path | `input port` |
| H-tree level count | `1` |
| Total Negative Setup Slacks | `0 ns` |
| Tool warnings | `32` |
| Clock insertion delay at the later pin of the skew report | `0.26 ns` |
| Vias after detailed routing | `5369` |
| Final-layout fill cell count | `1292` |
| Worst slack at placement | `12.02 ns` |
| Clock Sinks | `23` |
| CP Max Fanout | `21` |
| Synth warn | `5` |
| Worst Hold Class | `flip-flop to flip-flop` |
| CP endpoint kind | `flip-flop` |
| Count of flip-flops with a built-in enable after synthesis | `0` |
| Required @ worst endpoint | `28.39 ns` |
| Die width | `116 um` |
| Cell occurring most often along the worst timing path | `sky130_fd_sc_hd__ha_1` |
| Max frequency | `0.0622 GHz` |
| Inserted Clock Buffers | `3` |
| Unrepaired setup endpoints after global routing | `no` |
| Count of distinct cell types in the synthesized netlist | `95` |
| R2R Setup Slk | `26.14 ns` |
| Most numerous cell types in the synthesized netlist | `67 x sky130_fd_sc_hd__nand2_1, 57 x sky130_fd_sc_hd__a21oi_1, 45 x sky130_fd_sc_hd__ha_1, 45 x sky130_fd_sc_hd__inv_1, 40 x sky130_fd_sc_hd__nor2_1` |
| Measured slew at the worst slew-check pin | `0.813 ns` |
| Gr usage total | `24.7%` |
| Overflow left after global routing | `0` |
## final cells by class
type | count | share of cell area [%]
Timing Repair Buffer | 59 | 9.64
Sequential cell | 23 | 7.89
Clock inverter | 1 | 0.129
Multi-Input combinational cell | 587 | 74.4
Inverter | 46 | 2.96
Clock buffer | 3 | 1.29
Tap cell | 172 | 3.69
## through the flow
stage | hold slack [ns] | util [%] | cell area [um^2] | cells
CTS | 0.455 | 46.3 | 5840 | 891
global placement | 0.448 | 45.6 | 5760 | 887
floorplan | 0.435 | - | 5180 | 695
global route | 0.477 | 46.3 | 5840 | 891
detailed placement | 0.446 | 45.6 | 5760 | 887
finish | 0.454 | 46.3 | 5840 | 891
## metal layers
metal | global-route usage (%) | part of all wire [%]
met5 | 0 | 0
met4 | 2.82 | 0.89
met3 | 2.50 | 6.7
met2 | 38.2 | 44
met1 | 38.3 | 48
## cell usage in the layout (no fill, tap or decap), types with 11 or more instances in the layout
cell,count
sky130_fd_sc_hd__o211ai_1,20
sky130_fd_sc_hd__ha_1,45
sky130_fd_sc_hd__a21o_1,12
sky130_fd_sc_hd__buf_4,11
sky130_fd_sc_hd__mux2_2,11
sky130_fd_sc_hd__xor2_1,12
sky130_fd_sc_hd__xnor2_1,14
sky130_fd_sc_hd__o21ai_0,39
sky130_fd_sc_hd__nor3_1,11
sky130_fd_sc_hd__clkdlybuf4s50_1,48
sky130_fd_sc_hd__dfxtp_1,23
sky130_fd_sc_hd__inv_1,45
sky130_fd_sc_hd__nor2_1,39
sky130_fd_sc_hd__a21oi_1,57
sky130_fd_sc_hd__nand3_1,28
sky130_fd_sc_hd__mux2i_1,22
sky130_fd_sc_hd__o21ai_1,12
sky130_fd_sc_hd__nand2_1,67
## kinds of logic after synthesis
kind of cell / share of synthesized area (%)
AND-OR/OR-AND: 37.6
AND/OR/NAND/NOR: 22.1
buffers and inverters: 7.36
adder cells (fa/ha/maj): 12.4
multiplexers: 7.34
XOR/XNOR: 4.39
flip-flops: 8.88
## critical path: cells and delay by family
kind / cells / cell delay [ns]
compound gates: 18 / 5.24
fa+ha+maj: 6 / 2.26
simple gates: 8 / 1.53
buf+inv: 4 / 0.72
xor+xnor: 3 / 0.50
mux: 1 / 0.35
## sequential cells by signal (all words and copies together) (netlist names)
register,count
renormexp73,4
renormshift73,3
result73,16
## final timing paths
path | start | end | depth (start not counted)
setup / recovery | Number173[10] | result73[14] | 40
hold reg to reg | renormshift73[2] | renormshift73[2] | 2
hold / removal | renormshift73[2] | renormshift73[2] | 2
setup reg to reg | renormexp73[3] | result73[14] | 11
